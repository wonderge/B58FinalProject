## ./run.sh

```bash
#!/bin/bash
# OpenROAD 26Q1-2900-gdf79404cd8, Yosys 0.63+post, stock flow scripts
make -C /OpenROAD-flow-scripts/flow DESIGN_CONFIG=/design/flow/config.mk WORK_HOME=/design/flow/orfs finish
```

## ./config.mk

```make
export PLATFORM = sky130hd
export DESIGN_NAME = vga_controller
export DESIGN_NICKNAME = vga_controller
export VERILOG_FILES = /design/flow/design.v
export SDC_FILE = /design/flow/constraint.sdc
export NUM_CORES = 4
export LEC_CHECK = 1
export CORE_UTILIZATION = 30
```

## ./constraint.sdc

```tcl
current_design vga_controller

set clk_period 5.4
set clk_io_pct 0.2

create_clock -name clk0 -period $clk_period [get_ports {vga_clock}]

set non_clock_inputs [all_inputs -no_clocks]
set_input_delay [expr $clk_period * $clk_io_pct] -clock clk0 $non_clock_inputs
set_output_delay [expr $clk_period * $clk_io_pct] -clock clk0 [all_outputs]
```

## ./design.v

```verilog
module vga_address_translator(x, y, mem_address);
	parameter RESOLUTION = "320x240";
	input [((RESOLUTION == "320x240") ? (8) : (7)):0] x; 
	input [((RESOLUTION == "320x240") ? (7) : (6)):0] y;	
	output reg [((RESOLUTION == "320x240") ? (16) : (14)):0] mem_address;
	wire [16:0] res_320x240 = ({1'b0, y, 8'd0} + {1'b0, y, 6'd0} + {1'b0, x});
	wire [15:0] res_160x120 = ({1'b0, y, 7'd0} + {1'b0, y, 5'd0} + {1'b0, x});
	always @(*)
	begin
		if (RESOLUTION == "320x240")
			mem_address = res_320x240;
		else
			mem_address = res_160x120[14:0];
	end
endmodule
module vga_controller(	vga_clock, resetn, pixel_colour, memory_address, 
		VGA_R, VGA_G, VGA_B,
		VGA_HS, VGA_VS, VGA_BLANK,
		VGA_SYNC, VGA_CLK);
	parameter BITS_PER_COLOUR_CHANNEL = 2;
	parameter MONOCHROME = "FALSE";
	parameter RESOLUTION = "320x240";
	parameter C_VERT_NUM_PIXELS  = 10'd480;
	parameter C_VERT_SYNC_START  = 10'd493;
	parameter C_VERT_SYNC_END    = 10'd494;  
	parameter C_VERT_TOTAL_COUNT = 10'd525;
	parameter C_HORZ_NUM_PIXELS  = 10'd640;
	parameter C_HORZ_SYNC_START  = 10'd659;
	parameter C_HORZ_SYNC_END    = 10'd754;  
	parameter C_HORZ_TOTAL_COUNT = 10'd800;	
	input vga_clock, resetn;
	input [((MONOCHROME == "TRUE") ? (0) : (BITS_PER_COLOUR_CHANNEL*3-1)):0] pixel_colour;
	output [((RESOLUTION == "320x240") ? (16) : (14)):0] memory_address;
	output reg [9:0] VGA_R;
	output reg [9:0] VGA_G;
	output reg [9:0] VGA_B;
	output reg VGA_HS;
	output reg VGA_VS;
	output reg VGA_BLANK;
	output VGA_SYNC, VGA_CLK;
	reg VGA_HS1;
	reg VGA_VS1;
	reg VGA_BLANK1; 
	reg [9:0] xCounter, yCounter;
	wire xCounter_clear;
	wire yCounter_clear;
	wire vcc;
	reg [((RESOLUTION == "320x240") ? (8) : (7)):0] x; 
	reg [((RESOLUTION == "320x240") ? (7) : (6)):0] y;	
	assign vcc =1'b1;
	always @(posedge vga_clock or negedge resetn)
	begin
		if (!resetn)
			xCounter <= 10'd0;
		else if (xCounter_clear)
			xCounter <= 10'd0;
		else
		begin
			xCounter <= xCounter + 1'b1;
		end
	end
	assign xCounter_clear = (xCounter == (C_HORZ_TOTAL_COUNT-1));
	always @(posedge vga_clock or negedge resetn)
	begin
		if (!resetn)
			yCounter <= 10'd0;
		else if (xCounter_clear && yCounter_clear)
			yCounter <= 10'd0;
		else if (xCounter_clear)		 
			yCounter <= yCounter + 1'b1;
	end
	assign yCounter_clear = (yCounter == (C_VERT_TOTAL_COUNT-1)); 
	always @(*)
	begin
		if (RESOLUTION == "320x240")
		begin
			x = xCounter[9:1];
			y = yCounter[8:1];
		end
		else
		begin
			x = xCounter[9:2];
			y = yCounter[8:2];
		end
	end
	vga_address_translator controller_translator(
					.x(x), .y(y), .mem_address(memory_address) );
		defparam controller_translator.RESOLUTION = RESOLUTION;
	always @(posedge vga_clock)
	begin
		VGA_HS1 <= ~((xCounter >= C_HORZ_SYNC_START) && (xCounter <= C_HORZ_SYNC_END));
		VGA_VS1 <= ~((yCounter >= C_VERT_SYNC_START) && (yCounter <= C_VERT_SYNC_END));
		VGA_BLANK1 <= ((xCounter < C_HORZ_NUM_PIXELS) && (yCounter < C_VERT_NUM_PIXELS));	
		VGA_HS <= VGA_HS1;
		VGA_VS <= VGA_VS1;
		VGA_BLANK <= VGA_BLANK1;	
	end
	assign VGA_SYNC = vcc;
	assign VGA_CLK = vga_clock;
	integer index;
	integer sub_index;
	always @(pixel_colour)
	begin		
		VGA_R <= 'b0;
		VGA_G <= 'b0;
		VGA_B <= 'b0;
		if (MONOCHROME == "FALSE")
		begin
			for (index = 10-BITS_PER_COLOUR_CHANNEL; index >= 0; index = index - BITS_PER_COLOUR_CHANNEL)
			begin
				for (sub_index = BITS_PER_COLOUR_CHANNEL - 1; sub_index >= 0; sub_index = sub_index - 1)
				begin
					VGA_R[sub_index+index] <= pixel_colour[sub_index + BITS_PER_COLOUR_CHANNEL*2];
					VGA_G[sub_index+index] <= pixel_colour[sub_index + BITS_PER_COLOUR_CHANNEL];
					VGA_B[sub_index+index] <= pixel_colour[sub_index];
				end
			end	
		end
		else
		begin
			for (index = 0; index < 10; index = index + 1)
			begin
				VGA_R[index] <= pixel_colour[0:0];
				VGA_G[index] <= pixel_colour[0:0];
				VGA_B[index] <= pixel_colour[0:0];
			end	
		end
	end
endmodule
```

==> results.txt <==
Status of the implementation.

- Setup repair after global routing left no endpoint under its margin.
- The fraction of final layout cells with drive strength greater than 1 is 0.0550, for reference.
- For this design the ratio of total power to cell area is 201 mW/mm^2.
- The startpoint of the worst register-to-register path is xCounter[1], for reference.
- The share of synthesized registers carrying an async set or reset is 0.769, for reference.
- TritonCTS built the clock tree.
- The most instantiated library cell after synthesis is buf_4, for reference.
- The report gives the cell count of the worst hold path as 0.
- The first global-routing pass estimated 5.89 mm of wire.
- In the finished design, the share of the clock period the worst path needs comes to 0.830.
- STA lists the startpoint of the worst hold path as VGA_BLANK1.
- For hold timing, the worst endpoint is VGA_BLANK.
- For the worst reg-to-reg path, the endpoint reported by OpenROAD is yCounter[4].
- Entering global routing, the biggest net connects 21 pins.
- The count of state elements after synthesis is 26, for reference.
- The number of library cell types mapped by synthesis is 40, for reference.
- The type of the most critical hold path is register to register, for reference.
- The count of endpoints failing hold in the final timing report is 0, for reference.
- The placement report lists the number of port buffers as 22.
- The die is 83.4 um wide.
- For this run, the number of Yosys warnings is 2.
- The number of cells traversed by the worst register-to-register path is 6, for reference.
- The initial antenna violation count was 0.
- The worst setup skew after layout is 0.00215 ns, for reference.
- Counting pins that exceed their max-slew limit in the final report gives 0.
- The type of element capturing the critical path is an output port, for reference.
- In this run, synthesis inferred 0 flip-flops with an integrated enable.
- The tally of nets with antenna violations remaining after routing is 0, for reference.
- For reference, the placement row count at floorplan is 29.
- The critical path launch point type is a register, for reference.
- The cell area after synthesis is 0.00199 mm^2, for reference.
- 0 antenna diodes ended up in the layout.
- The maximum fanout along the worst path is 8, for reference.
- For this run, design rule violations remaining after detail routing come to 0.
- The routed design could run at a clock period as short as 4.48 ns.
- The data required time reported for the critical path is 4.32 ns.
- Post-CTS repair changed the size of 0 cells.
- By count the netlist is led by 39 x buf_4, 22 x ha_1, 20 x dfrtp_1, 12 x inv_1, 11 x nor2_1.
- The floorplan-stage core utilization is 0.311, for reference.
- The number of warnings in the stage logs is 31, for reference.
- The critical path in this run is classified as register to output port.
- The number of maximum-capacitance violations recorded for the run is 0.
- The global-route congestion overflow total is 0, for reference.
- Summed over all cells, the static leakage comes to 0.991 nW.
- According to the I/O placement log, the pin count is 60.
- The largest area contributor in the netlist is dfrtp_1, for reference.
- The average via count per standard cell is 4.78, for reference.
- The register clock-pin slew on the reported worst setup and hold paths is 0.09 ns, for reference.
- The floorplan die area is 0.00695 mm^2, for reference.
- The initial DRC count is 82, for reference.
- The synthesis report lists the most area-consuming cells as dfrtp_1 25%, buf_4 15%, ha_1 14%.
- The flow ran to the end, and the final reports show no timing, DRC or antenna violations.
- On the critical path the data arrives at 3.40 ns.
- Synthesis handed over a netlist of 210 instances.
- The worst-case register-to-register setup slack is 3.20 ns, for reference.
- The HPWL after detailed placement is 2.44 mm, for reference.
- The design draws 426 uW.
- Looking at the post-CTS report, the setup buffer insertion count equals 0.
- After layout, the worst setup slack is 0.916 ns.
- The area recorded from the Yosys report for this design is 0.00199 mm^2.
- The final report gives the core utilization as 0.332.
- For this run, the register share of the synthesized area comes to 0.312.
- The count of instantiated cells in the yosys netlist is 210, for reference.
- After filler insertion, the fill cell instance count of the layout stands at 633.
- The via count of the first global-routing pass came to 1262.
- The maximum operating frequency is 223 MHz, for reference.
- For this run, the detailed router's first-pass iteration total came to 4.
- The routability-driven placement congestion ratio is 0.799, for reference.
- The total via count in the routed design is 1324, for reference.
- After detailed routing, the average wire length per cell comes to 12.5 um.
- Across the VDD grid, the largest voltage drop is 0.000165 V.
- Total global-route track usage over all layers is 0.103.
- The sum of negative setup slack is 0 ns, for reference.
- From bottom edge to top edge, the die measures 83.4 um.
- The number of hold-repair buffers added at the cts stage is 0, for reference.
- The total wire length is 3.45 mm, for reference.
- The most common flop cell mapped by yosys is dfrtp_1, for reference.
- The core area is 0.00639 mm^2, for reference.
- The final-report setup violation count is 0, for reference.
- At the placement stage, the worst setup path has a slack of 1.25 ns.
- The area share of the largest cell type after synthesis is 0.252, for reference.
- The average cell area after synthesis is 9.46 um^2, for reference.
- The insertion delay at the late pin of the worst-skew pair is 0.37 ns, for reference.
- The area growth from synthesis to layout is 6.80%.
where the power goes:
| part | internal, mW | switching, mW |
|---|---|---|
| Combinational | 0.00111 | 0.00307 |
| Sequential | 0.194 | 0 |
| Clock | 0.158 | 0.0701 |
| Total | 0.353 | 0.0731 |
layout make-up:
| cell class | count | area, um^2 | share of cell area |
|---|---|---|---|
| well taps | 77 | 96.3 | 0.0454 |
| multi-input cells | 131 | 1010 | 0.477 |
| flip-flops and latches | 26 | 621 | 0.292 |
| clock inverters | 1 | 30.0 | 0.0142 |
| repair buffers | 23 | 225 | 0.106 |
| clock buffers | 7 | 92.6 | 0.0436 |
| inverters | 12 | 45.0 | 0.0212 |
routing by layer:
| layer | track usage | share of wire | up-vias |
|---|---|---|---|
| li1 | - | - | 679 |
| met1 | 0.155 | 0.51 | 622 |
| met2 | 0.155 | 0.44 | 21 |
| met3 | 0.0252 | 0.045 | 2 |
| met4 | 0.0219 | 0.0043 | 0 |
| met5 | 0 | 0 | - |
critical path: stages, from the launching register on:
cell and delay [ns]:
dfrtp_1 0.47, inv_1 0.16, fa_1 0.55, inv_1 0.07, fa_1 0.48, a211oi_1 0.29
nor2_1 0.11, o31ai_1 0.29, xnor2_1 0.15, clkdlybuf4s50_1 0.47
how the worst max path moves through the flow:
| stage | cells past startpoint | slack (ns) | startpoint | end |
|---|---|---|---|---|
| 6_report | 9 | 0.92 | yCounter[1] | memory_address[15] |
| 5_1_grt | 9 | 0.64 | yCounter[1] | memory_address[15] |
| 4_1_cts | 9 | 0.90 | yCounter[1] | memory_address[15] |
through the flow:
stage / cells / area, um^2 / hold WS [ns]
floorplan: 210 / 1990 / 0.310
global placement: 270 / 2010 / 0.314
detailed placement: 270 / 2010 / 0.312
CTS: 277 / 2120 / 0.335
global route: 277 / 2120 / 0.343
finish: 277 / 2120 / 0.331
cell usage in the layout (no fill, tap or decap), types with 2 or more instances in the layout:
| cell type | synthesis | layout |
|---|---|---|
| ha_1 | 22 | 22 |
| clkdlybuf4s50_1 | 0 | 22 |
| dfrtp_1 | 20 | 20 |
| inv_1 | 12 | 12 |
| nor2_1 | 11 | 11 |
| o21ai_0 | 10 | 10 |
| xnor2_1 | 10 | 10 |
| nand3_1 | 10 | 10 |
| nand4_1 | 8 | 8 |
| a21oi_1 | 7 | 7 |
| dfxtp_1 | 6 | 6 |
| clkbuf_8 | 0 | 6 |
| a211oi_1 | 5 | 5 |
| nand2_1 | 5 | 5 |
| and3_1 | 5 | 5 |
| xor2_1 | 5 | 5 |
| o21bai_1 | 3 | 3 |
| o31ai_1 | 3 | 3 |
| a21o_1 | 2 | 2 |
| nor3_1 | 2 | 2 |
| and4_1 | 2 | 2 |
| nand2b_1 | 2 | 2 |
| a21boi_0 | 2 | 2 |
| fa_1 | 2 | 2 |
| buf_4 | 39 | 2 |
state kept, by name, indices dropped and copies added (netlist names):
name and cells:
VGA_BLANK 1, VGA_HS 1, yCounter 10, VGA_VS 1, xCounter 10, VGA_VS1 1, VGA_BLANK1 1, VGA_HS1 1
cells by family (layout without fill, tap and decap cells):
| kind of cell | after synthesis | in the layout | share of synthesized area |
|---|---|---|---|
| other | 1 | 1 | 0.00189 |
| muxes | 2 | 2 | 0.0107 |
| and+or+nand+nor | 52 | 52 | 0.152 |
| xor gates and xnor gates | 15 | 15 | 0.0661 |
| DFF | 26 | 26 | 0.312 |
| adders and majority gates | 24 | 24 | 0.159 |
| AOI/OAI and AO/OA | 37 | 37 | 0.120 |
| buffers and inverters | 53 | 43 | 0.178 |
No activity file was given, so power comes from the tool's default toggle rates.
