**design/flow/config.mk**
```make
export PLATFORM = sky130hd
export DESIGN_NAME = draw_control
export DESIGN_NICKNAME = draw_control
export VERILOG_FILES = /design/flow/design.v
export SDC_FILE = /design/flow/constraint.sdc
export NUM_CORES = 4
export LEC_CHECK = 1
export CORE_UTILIZATION = 40
```
**design/flow/constraint.sdc**
```tcl
current_design draw_control

set clk_period 3.6
set clk_io_pct 0.2

create_clock -name clk0 -period $clk_period [get_ports {clock}]

set non_clock_inputs [all_inputs -no_clocks]
set_input_delay [expr $clk_period * $clk_io_pct] -clock clk0 $non_clock_inputs
set_output_delay [expr $clk_period * $clk_io_pct] -clock clk0 [all_outputs]
```
**design/flow/design.v**
```verilog
module draw_control(reset_n, clock, clock_rate, undraw, up, down, left, right, stop, x_out, y_out, state);
	input reset_n;
	input clock;
	input clock_rate;
	input up;
	input down;
	input left;
	input right;
	input stop;
	output reg undraw;
	output reg [7:0] x_out;
	output reg [6:0] y_out;
	output [3:0] state;
	initial undraw = 1'b0;
	localparam S_REST = 4'b0000, S_UP = 4'b1000, S_DOWN = 4'b0100, S_LEFT = 4'b0010, S_RIGHT = 4'b0001;
	reg [3:0] current_state;
	initial current_state = S_REST;
	reg [7:0] x0;
	reg [6:0] y0; 
	initial x0 = 7'd5;
	initial y0 = 7'd5;
	always @(posedge clock)
		begin
			if (reset_n == 1'b1)
				begin
				x0 <= 3'b101;
				y0 <= 3'b101;
				current_state <= S_REST;
				end
			if (clock_rate == 1'b1)
				case(current_state)
				S_REST:	begin
						undraw = 1'b0;
						if (up == 1'b1)
							current_state <= S_UP;
						else if (down == 1'b1)
							current_state <= S_DOWN;
						else if (left == 1'b1)
							current_state <= S_LEFT;
						else if (right == 1'b1)
							current_state <= S_RIGHT;
						end
				S_UP:	begin
						if (stop == 1'b1)
							current_state <= S_REST;
						else if (y0 > 1'b0 && undraw == 1'b1 && stop == 1'b0)
							undraw <= 1'b0;
						else if (y0 > 1'b0 && stop == 1'b0)
							begin
							y0 <= y0 - 1'b1;
							undraw <= 1'b1;
							end
						else if (y0 == 1'b0)
							current_state <= S_REST;
						end
				S_DOWN:	begin
						if (stop == 1'b1)
							current_state <= S_REST;
						else if (y0 < 7'b1110010 && undraw == 1'b1)
							undraw <= 1'b0;
						else if (y0 < 7'b1110010)
							begin
							y0 <= y0 + 1'b1;
							undraw <= 1'b1;
							end
						else if (y0 == 7'b1110010)
							current_state <= S_REST;
						end
				S_LEFT:	begin
						if (stop == 1'b1)
							current_state <= S_REST;
						else if (x0 > 1'b0 && undraw == 1'b1)
							undraw <= 1'b0;
						else if (x0 > 1'b0)
							begin
							x0 <= x0 - 1'b1;
							undraw <= 1'b1;
							end
						else if (x0 == 1'b0)
							current_state <= S_REST;
						end
				S_RIGHT:begin
						if (stop == 1'b1)
							current_state <= S_REST;
						else if (x0 < 8'b10011010 && undraw == 1'b1)
							undraw <= 1'b0;
						else if (x0 < 8'b10011010)
							begin
							x0 <= x0 + 1'b1;
							undraw <= 1'b1;
							end
						else if (x0 == 8'b10011010)
							current_state <= S_REST;
						end
				default:current_state <= S_REST;
				endcase
		end
	always @(*)
		begin
			if (undraw == 1'b1)
				case(current_state)
					S_UP: 	begin
							y_out <= y0 + 1'b1;
							x_out <= x0;
							end
					S_DOWN: begin
							y_out <= y0 - 1'b1;
							x_out <= x0;
							end
					S_LEFT: begin
							x_out <= x0 + 1'b1;
							y_out <= y0;
							end
					S_RIGHT:begin
							x_out <= x0 - 1'b1;
							y_out <= y0;
							end
					default:begin
							x_out <= x0;
							y_out <= y0;
							end
				endcase
			else
				begin
				x_out <= x0;
				y_out <= y0;
				end
		end	
	assign state = current_state;
endmodule 
```
**design/flow/run.sh**
```bash
#!/bin/bash
# OpenROAD 26Q1-2900-gdf79404cd8, Yosys 0.63+post, stock flow scripts
make -C /OpenROAD-flow-scripts/flow DESIGN_CONFIG=/design/flow/config.mk WORK_HOME=/design/flow/orfs finish
```
==> impl_metrics.py <==
# Auto-generated metrics
metrics = {
    "cts": {
        "root_buffer": "clkbuf_8",
        "h-tree-depth": 1,
        "cts_tree": "done",
        "clk_pin_slew_ns": 0.09,
        "cts_buffers": 3,
        "clkLatencyLatePin_ns": 0.27,
        "cts_resized": 0,
        "ctsHoldBuffers": 0,
        "postCtsSetupRepairBufs": 0,
        "cts_num_sinks": 20,
        "cts_buffer_depth": 2,
    },
    "grt": {
        "track_usage": 0.237,
        "first_global_vias": 2202,
        "overflow": 0,
        "grt_max_degree": 18,
        "antenna_found_initial": 0,
        "grt_pass1_wl_um": 11400,
        "grt-busiest-layer": "met1",
        "use_met3": 0.0319,
        "use_met1": 0.380,
        "use_met2": 0.345,
    },
    "floorplanning": {
        "die_w_um": 78.3,
        "num_rows": 27,
        "core-area_sq_um": 5540,
        "die_area_sq_um": 6120,
        "initCoreUtil": 0.420,
        "io_pins": 28,
        "die_h_um": 78.3,
    },
    "logic_synthesis": {
        "synth_area_sq_um": 2330,
        "synth_top_area_share": 0.164,
        "yosysTopAreaCell": "dfxtp_1",
        "flop_cell": "dfxtp_1",
        "synthCells": 322,
        "ys_async_sr_fraction": 0,
        "topCellsByArea": "dfxtp_1, o21ai_0, nor2_1",
        "ys_cells": 322,
        "ys.flops": 20,
        "ys_types": 63,
        "syn_avg_cell_area_sq_um": 7.22,
        "ys_area_sq_um": 2330,
        "synth-edff-count": 1,
        "ys_seq_share": 0.176,
        "yosysWarnings": 1,
    },
    "sta": {
        "maxSlewViolCount": 0,
        "finalClockPeriodUsage": 0.944,
        "finalSetupViolCount": 0,
        "worst_slack_ns": 0.202,
        "final_hold_viol_count": 0,
        "fmax_mhz": 294,
        "slew_headroom": 0.571,
        "rsz0062_at_grt": "no",
        "worst_slew_pin_slew_ns": 0.642,
        "fin_setup_tns_ns": 0,
        "fin_worst_hold_slack_ns": 0.593,
        "min_period_ns": 3.40,
        "skew_ns": 0.00333,
    },
    "place": {
        "io_buffers": 27,
        "dp_hpwl_um": 4940,
        "dp_cells": 402,
        "dpl_worst_slack_ns": 0.533,
        "gp_congestion": 0.920,
    },
    "worst_hold_path": {
        "hold_path.class": "flip-flop to flip-flop",
    },
    "final_layout": {
        "fin_cells": 406,
        "drive_above_1_share": 0.0868,
        "lay_top_count": "nor2_1",
        "fin_util": 0.484,
        "syn2layout_area_growth_pct": 15.2,
        "lay_top_cells": "nor2_1, clkdlybuf4s50_1, o21ai_0, nand2_1, dfxtp_1",
    },
    "worst_setup_path": {
        "max_stage_delay_ns": 0.55,
        "cp_max_fo": 7,
        "required_ns": 2.88,
        "cp.arrival_ns": 2.68,
        "cp_cell_sequence": "inv_1 -> ha_1 -> or4b_1 -> nor2_1 -> xnor2_1 -> o22ai_1 -> a22o_1 -> clkdlybuf4s50_1",
        "crit_slowest_cell": "or4b_1",
        "setup.worst_path.class": "flip-flop to primary output",
        "cp-end-kind": "primary output",
        "crit_path_start_kind": "flip-flop",
    },
    "detailed_routing": {
        "wire_per_inst_um": 16.8,
        "wirelength_um": 6820,
        "diodes": 0,
        "routed-via-count": 2477,
        "detail-route-antenna-nets": 0,
        "drt_iter0_markers": 223,
        "dr.pass1.iters": 4,
        "via_per_inst": 6.10,
        "drcViolationCount": 0,
    },
    "run": {
        "maxCapViolations": 0,
        "warning_count": 30,
    },
    "power_and_ir_drop": {
        "power_density_nw_per_um2": 255,
        "p_leak_uw": 0.000894,
        "ir_worst_vdd_mv": 0.155,
    },
    "run_status": {
        "status": "finished, final reports clean",
    },
}
==> area by class of cell <==
type                            count  area [sq um]
Clock buffer                        4          55.1
Fill cell                         580          2860
Sequential cell                    20           410
Tap cell                           72          90.1
Inverter                           11          41.3
Multi-Input combinational cell    266          1770
Timing Repair Buffer               33           315
==> where the power goes <==
group	switching, uW	internal (uW)
Combinational	119	104
Clock	91.0	97.8
Sequential	35.7	234
Total	246	436
==> registers in the layout (all words and copies together), names as in the netlist <==
signal,cells
current_state,4
undraw,1
y0,7
x0,8
==> synthesized netlist by cell type, types with 3 or more instances <==
| library cell | n |
|---|---|
| a211o_1 | 3 |
| a211oi_1 | 4 |
| a21oi_1 | 16 |
| a22o_1 | 7 |
| a31o_2 | 3 |
| a31oi_1 | 3 |
| and3_1 | 5 |
| buf_2 | 5 |
| clkbuf_1 | 17 |
| dfxtp_1 | 19 |
| ha_1 | 7 |
| inv_1 | 11 |
| mux2i_1 | 3 |
| nand2_1 | 21 |
| nand2b_1 | 5 |
| nand3_1 | 14 |
| nor2_1 | 29 |
| nor2b_1 | 6 |
| nor3_1 | 14 |
| nor3b_1 | 3 |
| nor4_1 | 3 |
| nor4b_1 | 3 |
| o211ai_1 | 4 |
| o21ai_0 | 23 |
| o21ai_1 | 6 |
| o221ai_1 | 3 |
| o22ai_1 | 15 |
| o31ai_1 | 4 |
| or2_2 | 5 |
| or3_1 | 3 |
| or4_1 | 3 |
| or4b_1 | 5 |
| xnor2_1 | 8 |
| xor2_1 | 5 |
==> path summary, 6_finish.rpt <==
path | from | endpoint | slack [ns] | cells past startpoint
setup / recovery | x0[1] | x_out[6] | 0.20 | 8
hold / removal | x0[7] | x0[7] | 0.59 | 1
setup reg to reg | current_state[0] | x0[0] | 1.12 | 5
hold reg to reg | x0[7] | x0[7] | 0.59 | 1
==> logic make-up (layout without fill, tap and decap cells) <==
group | Yosys count | in the layout | synth area share
AND-OR/OR-AND | 112 | 112 | 0.332
XOR/XNOR | 13 | 13 | 0.0490
adder cells (fa/ha/maj) | 9 | 9 | 0.0463
buffers and inverters | 36 | 48 | 0.0640
flip-flops | 20 | 20 | 0.176
multiplexers | 3 | 3 | 0.0129
AND/OR/NAND/NOR | 129 | 129 | 0.319
==> through the flow <==
step | area (sq um) | power (uW)
6_report | 2680 | 682
5_1_grt | 2680 | 721
4_1_cts | 2680 | 682
3_5_place_dp | 2620 | 495
3_3_place_gp | 2620 | 495
2_1_floorplan | 2330 | 407
==> worst max-delay path: cells and delay by family, from the launching register on <==
kind                     cells  cell delay (ns)
XOR/XNOR                     1             0.18
AND/OR/NAND/NOR              2             0.70
buffers and inverters        2             0.55
adder cells (fa/ha/maj)      1             0.25
flip-flops                   1             0.38
AND-OR/OR-AND                2             0.35
==> metal layers <==
layer,up-vias,share of wire
met5,-,0
met4,0,0.0037
met3,2,0.072
met2,90,0.45
met1,1142,0.48
li1,1243,-
Power figures rest on the tool's default switching activity, not on a simulated workload.
